--- design/flow/constraint.sdc ---
current_design Wrap_Reg_Double

set clk_period 1.0
set clk_io_pct 0.2

create_clock -name clk0 -period $clk_period [get_ports {clk}]

set non_clock_inputs [all_inputs -no_clocks]
set_input_delay [expr $clk_period * $clk_io_pct] -clock clk0 $non_clock_inputs
set_output_delay [expr $clk_period * $clk_io_pct] -clock clk0 [all_outputs]
--- design/flow/design.v ---
module Reg_Direct(
    input clk,
    input [31:0] data_in,
    output reg [31:0] data_out
);
    always @(posedge clk) 
	 begin 
        data_out <= data_in;
    end
endmodule
module Reg_Double(
    input clk,
    input  [31:0] data_A_in, data_B_in,
    output [31:0] data_A_out, data_B_out
);
    Reg_Direct RA(.clk(clk), .data_in(data_A_in), .data_out(data_A_out));
    Reg_Direct RB(.clk(clk), .data_in(data_B_in), .data_out(data_B_out));
endmodule 
module Wrap_Reg_Double(
    input clk,
    input  [31:0] data_A_in, data_B_in,
    output [31:0] data_A_out, data_B_out
);
    Reg_Double RD(.clk(clk), .data_A_in(data_A_in), .data_A_out(data_A_out), .data_B_in(data_B_in), .data_B_out(data_B_out));   
endmodule 
--- design/flow/config.mk ---
export PLATFORM = sky130hd
export DESIGN_NAME = Wrap_Reg_Double
export DESIGN_NICKNAME = Wrap_Reg_Double
export VERILOG_FILES = /design/flow/design.v
export SDC_FILE = /design/flow/constraint.sdc
export NUM_CORES = 4
export LEC_CHECK = 1
export CORE_UTILIZATION = 30
--- design/flow/run.sh ---
#!/bin/bash
# OpenROAD 26Q1-2900-gdf79404cd8, Yosys 0.63+post, stock flow scripts
make -C /OpenROAD-flow-scripts/flow DESIGN_CONFIG=/design/flow/config.mk WORK_HOME=/design/flow/orfs finish
==> flow_summary.json <==
{
  "dp_slack_ps": 33.4,
  "drtIter0Drc": 21,
  "postCtsHoldBufs": 0,
  "cts.clk_slew.worst_paths_ps": 70,
  "port_buffers": 128,
  "hold_class": "in2reg",
  "endpoint_kind": "output pin",
  "min_period_ps": 944,
  "drv_cap": 0,
  "dpl.hpwl_mm": 2.28,
  "yosysSeqAreaShare_pct": 100,
  "ant_nets": 0,
  "grt_pass1_wl_mm": 4.08,
  "tritoncts": "built",
  "worst_pin_slew_ps": 104,
  "warning_count": 27,
  "ys_types": 1,
  "max_freq_ghz": 1.06,
  "syn_area_per_cell_um2": 20.0,
  "syn_area_um2": 1280,
  "grtUsageTotal_pct": 13.2,
  "logic_area_um2": 0,
  "drc": 0,
  "cp.required_ps": 800,
  "coreArea_um2": 4060,
  "place.gp.congestion": 0.709,
  "max_stage_delay_ps": 310,
  "yosysWarnings": 1,
  "dpl_cell_area_um2": 2630,
  "synth_stat.cells": 64,
  "routed-via-count": 955,
  "std_cell_rows": 23,
  "critPathTopFamily": "flip-flops",
  "syn_inst": 64,
  "fin_crit_sh_pct": 94.4,
  "grt_max_degree": 11,
  "die_area_um2": 4540,
  "hp-start": "data_A_in[15]",
  "viasPerCell": 3.70,
  "power.leakage_uw": 0.00114,
  "rsz0062_at_grt": "true",
  "slew_violations": 0,
  "criticalPathCategory": "reg2out",
  "clockRootBuffer": "clkbuf_8",
  "final-hold-violation-count": 0,
  "io_pins": 129,
  "grt_overflow": 0,
  "cts_sinks": 64,
  "holdWs_ps": 310,
  "crit_chain": "buf_2",
  "numSynthFlops": 64,
  "final-instance-count-excl-fill": 258,
  "diodes": 0,
  "drive_gt1_share_pct": 41.3,
  "first_pass_iters": 2,
  "p_per_area_nw_per_um2": 2000,
  "wl_mm": 3.04,
  "design_area_um2": 2500,
  "numCtsBuffers": 9,
  "arrival_ps": 740,
  "slowest_stage": "dfxtp_2",
  "logic_gates": 0,
  "antenna_found_initial": 0,
  "ys_area_um2": 1280,
  "dp_cells": 242,
  "die_h_um": 67.4,
  "status": "finished, final reports clean",
  "max_slew_margin_pct": 93.1,
  "initCoreUtil_pct": 31.6,
  "post_cts_buffers": 0,
  "critPathLaunchType": "register",
  "crit_start": "RD.RB.data_out[26]",
  "worst-path-buf-inv": 1,
  "vdd_ir_drop_max_uv": 1350,
  "setup_ws_ps": 56.0,
  "cts_max_path_buffers": 2,
  "htreeDepth": 3,
  "post_drt_wl_per_cell_um": 11.8,
  "areaGrowthSynthToFinish_pct": 94.9,
  "setup_viol": 0,
  "crit_fanout": 1,
  "final_core_util_pct": 61.5,
  "grt_pass1_vias": 836,
  "die_width_um": 67.4
}
-- state kept, by name (all words and copies together), names as in the netlist --
register,count
RD.RB.data_out,32
RD.RA.data_out,32
-- per-stage QoR --
step                setup TNS (ps)  power (µW)
floorplan                        0        2740
global placement                 0        3240
detailed placement               0        3250
CTS                              0        5080
global route                 -1.34        5250
finish                           0        5000
-- where the power goes --
group	switching (µW)	internal (µW)	total, µW
Sequential	27.1	2690	2720
Combinational	46.5	296	343
Clock	853	1090	1940
-- cell usage in the layout, fill, tap and decap left out --
master	n
clkbuf_2	2
clkinv_2	3
dfxtp_1	57
dfxtp_2	7
clkbuf_1	1
clkbuf_8	12
clkdlybuf4s50_1	64
buf_2	62
-- Yosys cell counts --
master / count / share of area (%)
dfxtp_1: 64 / 100
-- repair_timing --
item | 4_1_cts | 5_1_grt
cloned | 0 | 0
resized | 195 | 4
pin swaps | 0 | 0
endpoints found under the setup margin | 64 | 3
-- layer usage --
| layer | vias to the layer above | global-route usage (%) | wire, µm |
|---|---|---|---|
| met4 | 0 | 3.99 | 79 |
| met3 | 9 | 7.53 | 456 |
| met1 | 401 | 16.7 | 1100 |
| met2 | 72 | 19.5 | 1400 |
| li1 | 473 | - | - |
| met5 | - | 0 | 0 |
-- worst paths after layout --
| check | end | slack (ps) | depth (start not counted) |
|---|---|---|---|
| worst min-delay path | RD.RA.data_out[15] | 310 | 1 |
| worst max-delay path | data_B_out[26] | 60 | 1 |
-- layout make-up --
| type | instances | area (µm²) |
|---|---|---|
| fill | 329 | 1560 |
| tap | 50 | 62.6 |
| timing repair buffer | 128 | 961 |
| sequential | 64 | 1290 |
| clock inverter | 3 | 15.0 |
| clock buffer | 13 | 169 |
-- cells by family after synthesis --
family,share of synthesized area [%]
DFF,100
Power and IR drop assume default switching activity.
