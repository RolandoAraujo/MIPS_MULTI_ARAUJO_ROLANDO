`flow/design.v`:
```
module Register_File #(parameter N = 32)(
	input 		clk,
	input 		reset,
	input 		Reg_Write_i,
	input [4:0] Write_Register_i,
	input [4:0] Read_Register_1_i,
	input [4:0] Read_Register_2_i,
	input [N-1:0] Write_Data_i,
	output [N-1:0] Read_Data_1_o,
	output [N-1:0] Read_Data_2_o
	);
	localparam enb = 1'b1;
	wire [N-1:0] enc;
	wire [N-1:0] q0, q1, q2, q3, q4, q5, q6, q7, q8, q9, q10, q11, q12, q13, q14, q15, q16, q17, q18, q19, q20, q21, q22, q23, 
				    q24, q25, q26, q27, q28, q29, q30, q31;
	encoder E0 (.a(Write_Register_i),.en(enb),.enc(enc));
	ff_d  R0(.d(Write_Data_i), .clk(clk), .reset(reset), .enable(Reg_Write_i),  .q(q0));
	ff_d  R1(.d(Write_Data_i), .clk(clk), .reset(reset), .enable(enc[1]&Reg_Write_i),  .q(q1));
	ff_d  R2(.d(Write_Data_i), .clk(clk), .reset(reset), .enable(enc[2]&Reg_Write_i),  .q(q2));
	ff_d  R3(.d(Write_Data_i), .clk(clk), .reset(reset), .enable(enc[3]&Reg_Write_i),  .q(q3));
	ff_d  R4(.d(Write_Data_i), .clk(clk), .reset(reset), .enable(enc[4]&Reg_Write_i),  .q(q4));
	ff_d  R5(.d(Write_Data_i), .clk(clk), .reset(reset), .enable(enc[5]&Reg_Write_i),  .q(q5));
	ff_d  R6(.d(Write_Data_i), .clk(clk), .reset(reset), .enable(enc[6]&Reg_Write_i),  .q(q6));
	ff_d  R7(.d(Write_Data_i), .clk(clk), .reset(reset), .enable(enc[7]&Reg_Write_i),  .q(q7));
	ff_d  R8(.d(Write_Data_i), .clk(clk), .reset(reset), .enable(enc[8]&Reg_Write_i),  .q(q8));
	ff_d  R9(.d(Write_Data_i), .clk(clk), .reset(reset), .enable(enc[9]&Reg_Write_i),  .q(q9));
	ff_d R10(.d(Write_Data_i), .clk(clk), .reset(reset), .enable(enc[10]&Reg_Write_i), .q(q10));
	ff_d R11(.d(Write_Data_i), .clk(clk), .reset(reset), .enable(enc[11]&Reg_Write_i), .q(q11));
	ff_d R12(.d(Write_Data_i), .clk(clk), .reset(reset), .enable(enc[12]&Reg_Write_i), .q(q12));
	ff_d R13(.d(Write_Data_i), .clk(clk), .reset(reset), .enable(enc[13]&Reg_Write_i), .q(q13));
	ff_d R14(.d(Write_Data_i), .clk(clk), .reset(reset), .enable(enc[14]&Reg_Write_i), .q(q14));
	ff_d R15(.d(Write_Data_i), .clk(clk), .reset(reset), .enable(enc[15]&Reg_Write_i), .q(q15));
	ff_d R16(.d(Write_Data_i), .clk(clk), .reset(reset), .enable(enc[16]&Reg_Write_i), .q(q16));
	ff_d R17(.d(Write_Data_i), .clk(clk), .reset(reset), .enable(enc[17]&Reg_Write_i), .q(q17));
	ff_d R18(.d(Write_Data_i), .clk(clk), .reset(reset), .enable(enc[18]&Reg_Write_i), .q(q18));
	ff_d R19(.d(Write_Data_i), .clk(clk), .reset(reset), .enable(enc[19]&Reg_Write_i), .q(q19));
	ff_d R20(.d(Write_Data_i), .clk(clk), .reset(reset), .enable(enc[20]&Reg_Write_i), .q(q20));
	ff_d R21(.d(Write_Data_i), .clk(clk), .reset(reset), .enable(enc[21]&Reg_Write_i), .q(q21));
	ff_d R22(.d(Write_Data_i), .clk(clk), .reset(reset), .enable(enc[22]&Reg_Write_i), .q(q22));
	ff_d R23(.d(Write_Data_i), .clk(clk), .reset(reset), .enable(enc[23]&Reg_Write_i), .q(q23));
	ff_d R24(.d(Write_Data_i), .clk(clk), .reset(reset), .enable(enc[24]&Reg_Write_i), .q(q24));
	ff_d R25(.d(Write_Data_i), .clk(clk), .reset(reset), .enable(enc[25]&Reg_Write_i), .q(q25));
	ff_d R26(.d(Write_Data_i), .clk(clk), .reset(reset), .enable(enc[26]&Reg_Write_i), .q(q26));
	ff_d R27(.d(Write_Data_i), .clk(clk), .reset(reset), .enable(enc[27]&Reg_Write_i), .q(q27));
	ff_d R28(.d(Write_Data_i), .clk(clk), .reset(reset), .enable(enc[28]&Reg_Write_i), .q(q28));
	ff_d R29(.d(Write_Data_i), .clk(clk), .reset(reset), .enable(enc[29]&Reg_Write_i), .q(q29));
	ff_d R30(.d(Write_Data_i), .clk(clk), .reset(reset), .enable(enc[30]&Reg_Write_i), .q(q30));
	ff_d R31(.d(Write_Data_i), .clk(clk), .reset(reset), .enable(enc[31]&Reg_Write_i), .q(q31));
	mux_32 RD1(.I0(q0), .I1(q1), .I2(q2), .I3(q3), .I4(q4), .I5(q5), .I6(q6), .I7(q7), .I8(q8), .I9(q9), .I10(q10), .I11(q11),
	           .I12(q12), .I13(q13), .I14(q14), .I15(q15), .I16(q16), .I17(q17), .I18(q18), .I19(q19), .I20(q20), .I21(q21),
		   .I22(q22), .I23(q23), .I24(q24), .I25(q25), .I26(q26), .I27(q27), .I28(q28), .I29(q29), .I30(q30), .I31(q31),
		        .Sel(Read_Register_1_i), .Data(Read_Data_1_o));
	mux_32 RD2(.I0(q0), .I1(q1), .I2(q2), .I3(q3), .I4(q4), .I5(q5), .I6(q6), .I7(q7), .I8(q8), .I9(q9), .I10(q10), .I11(q11),
	           .I12(q12), .I13(q13), .I14(q14), .I15(q15), .I16(q16), .I17(q17), .I18(q18), .I19(q19), .I20(q20), .I21(q21),
		   .I22(q22), .I23(q23), .I24(q24), .I25(q25), .I26(q26), .I27(q27), .I28(q28), .I29(q29), .I30(q30), .I31(q31),
		        .Sel(Read_Register_2_i),.Data(Read_Data_2_o));
endmodule
module Wrap_Register_File #(parameter N = 32)(
	input 		clk,
	input 		reset,
	input 		Reg_Write_i,
	input [4:0] Write_Register_i,
	input [4:0] Read_Register_1_i,
	input [4:0] Read_Register_2_i,
	input [N-1:0] Write_Data_i,
	output [N-1:0] Read_Data_1_o,
	output [N-1:0] Read_Data_2_o
	);
	Register_File #(.N(N)) RF (.clk(clk), .reset(reset), .Reg_Write_i(Reg_Write_i), .Write_Register_i(Write_Register_i), .Read_Register_1_i(Read_Register_1_i), .Read_Register_2_i(Read_Register_2_i), .Write_Data_i(Write_Data_i), .Read_Data_1_o(Read_Data_1_o), .Read_Data_2_o(Read_Data_2_o));
endmodule
module encoder(
input [4:0] a,                                  
input en,                                        
output [31:0] enc );                         
wire [3:0] w;                                 
decoder2x4 x1(w,a[4:3],en);      
decoder3x8 x2(enc[7:0], a[2:0],w[0]);   
decoder3x8 x3(enc[15:8], a[2:0],w[1]);
decoder3x8 x4(enc[23:16], a[2:0],w[2]);
decoder3x8 x5(enc[31:24], a[2:0],w[3]);
endmodule
module decoder2x4(
output reg [3:0] enc,
input [1:0] a,
input en);
always @(a,en)                
if(en)
case(a)
2'b00: enc=4'b0001;     
2'b01: enc=4'b0010;
2'b10: enc=4'b0100;
2'b11: enc=4'b1000;
default: enc=0;
endcase
else enc=0;               
endmodule
module decoder3x8(
output reg [7:0] enc,
input [2:0] a,
input en);
always @(a,en)
if(en)
case(a)                                   
0: enc =8'b00000001;            
1: enc =8'b00000010;            
2: enc =8'b00000100;
3: enc =8'b00001000;
4: enc =8'b00010000;
5: enc =8'b00100000;
6: enc =8'b01000000;
7: enc =8'b10000000;
default: enc=0;
endcase
else enc=0;         
endmodule
module ff_d(d, clk, reset, enable, q);
input [31:0] d;
input clk, reset, enable;
output reg [31:0] q;
	always @ (posedge clk or negedge reset) begin
		if (!reset) begin
			q <= 0;
		end
		else begin
			if (enable) begin
				q <= d;
			end
		end
	end
endmodule 
module mux_32(I0,I1,I2,I3,I4,I5,I6,I7,I8,I9,I10,I11,I12,I13,I14,I15,I16,I17,I18,I19,I20,I21,I22,I23,I24,
				 I25,I26,I27,I28,I29,I30,I31, Sel, Data);
input [31:0] I0,I1,I2,I3,I4,I5,I6,I7,I8,I9,I10,I11,I12,I13,I14,I15,I16,I17,I18,I19,I20,I21,I22,I23,I24,
				 I25,I26,I27,I28,I29,I30,I31;
input [4:0] Sel;
output [31:0] Data;
reg [31:0] Data_out;
always @(Sel) begin 
case(Sel)
5'b00000: Data_out = I0;
5'b00001: Data_out = I1;
5'b00010: Data_out = I2;
5'b00011: Data_out = I3;
5'b00100: Data_out = I4;
5'b00101: Data_out = I5;
5'b00110: Data_out = I6;
5'b00111: Data_out = I7;
5'b01000: Data_out = I8;
5'b01001: Data_out = I9;
5'b01010: Data_out = I10;
5'b01011: Data_out = I11;
5'b01100: Data_out = I12;
5'b01101: Data_out = I13;
5'b01110: Data_out = I14;
5'b01111: Data_out = I15;
5'b10000: Data_out = I16;
5'b10001: Data_out = I17;
5'b10010: Data_out = I18;
5'b10011: Data_out = I19;
5'b10100: Data_out = I20;
5'b10101: Data_out = I21;
5'b10110: Data_out = I22;
5'b10111: Data_out = I23;
5'b11000: Data_out = I24;
5'b11001: Data_out = I25;
5'b11010: Data_out = I26;
5'b11011: Data_out = I27;
5'b11100: Data_out = I28;
5'b11101: Data_out = I29;
5'b11110: Data_out = I30;
5'b11111: Data_out = I31;
endcase 
end 
assign Data = Data_out;
endmodule 
```
`flow/run.sh`:
```
#!/bin/bash
# OpenROAD 26Q1-2900-gdf79404cd8, Yosys 0.63+post, stock flow scripts
make -C /OpenROAD-flow-scripts/flow DESIGN_CONFIG=/design/flow/config.mk WORK_HOME=/design/flow/orfs finish
```
`flow/config.mk`:
```
export PLATFORM = sky130hd
export DESIGN_NAME = Wrap_Register_File
export DESIGN_NICKNAME = Wrap_Register_File
export VERILOG_FILES = /design/flow/design.v
export SDC_FILE = /design/flow/constraint.sdc
export NUM_CORES = 4
export LEC_CHECK = 1
export CORE_UTILIZATION = 40
```
`flow/constraint.sdc`:
```
current_design Wrap_Register_File

set clk_period 11.3
set clk_io_pct 0.2

create_clock -name clk0 -period $clk_period [get_ports {clk}]

set non_clock_inputs [all_inputs -no_clocks]
set_input_delay [expr $clk_period * $clk_io_pct] -clock clk0 $non_clock_inputs
set_output_delay [expr $clk_period * $clk_io_pct] -clock clk0 [all_outputs]
```
==> Slide: Implementation Results <==
Synthesis and Place & Route Summary

Clocking
  • Cts bufs inserted: 112
  • Hold-fix buffers at CTS: 0
  • Max clock buf depth: 3
  • H-tree levels: 3
  • Clk Latency, worst-skew pair: 0.76 ns
  • Clock transition at path regs: 0.06 ns
  • TritonCTS clock tree: done
  • CTS sink cnt: just over 1000
  • Root Driver: clkbuf_16
  • Post-cts resize count: 0
  • Post-CTS Setup Bufs: 0

Place
  • Final HPWL DP: 165000 um
  • IO Port Bufs: 113
  • GPL Wtd Cong: 1.10

Setup path
  • Reg2Reg Depth: 1
  • Most used cell, CP: buf_4
  • Required time worst endpoint: 9.04 ns
  • Startpoint class of the critical path: input pin
  • Max stage delay on crit path: 1.04 ns
  • Reg-to-Reg Start: RF.R23.q[9]
  • Setup Crit Path Kind: input pin to output pin
  • Slowest-stage cell, CP: nor2_4
  • Reg2reg setup slack: between 10 and 15 ns
  • Critical Path End Type: output pin
  • Cells along the critical path: buf_2, buf_4, nand3b_1, nor2_4, buf_4, a22oi_1, nand4_1, nor2_1, a21oi_1, clkdlybuf4s50_1
  • Worst setup startpoint: Read_Register_2_i[0]
  • Reg2reg end: RF.R23.q[9]
  • Crit Path Max Fanout: 21
  • Critical Path Sink: Read_Data_2_o[15]
  • Worst EP arrival: 6.80 ns

Timing
  • Fin Setup TNS: 0 ns
  • Achievable clock frequency: 0.110 GHz
  • Final Cycle Share: approximately four fifths
  • Clk_skew: 0 ns
  • Actual slew at the worst max-slew pin: between 1 and 1.5 ns
  • Final setup vio count: 0
  • Final hold slack: 0.532 ns
  • RSZ-0062 raised after global routing: false
  • Final min period: 9.06 ns
  • Max-slew violation count: 0
  • Slew margin rel.: between 20% and 30%
  • Final hold violations: 0

Die
  • CORE AREA: 127000 um^2
  • Io pins: approximately 110
  • Die Area: ~130000 um^2
  • Die width: 360 um
  • # rows: 131
  • Fp util: 40.3%
  • Die y size: 360 um

Power and ir drop
  • IR drop worst, VDD: between 0.0001 and 0.00015 V
  • Pwr dens: 178 nW/um^2
  • Pleak: 25.1 nW

Yosys
  • Syn Area/Cell: 11.8 um^2
  • Post-synth regs: 1024
  • Cell Type Count: 61
  • YS chip area: 51300 um^2
  • Syn Inst Count: approximately 4300
  • Number of enable flip-flop cells: 0
  • Seq share, synth: around half
  • Ys flop type: dfrtp_1
  • Area of the mapped netlist: 51300 um^2
  • Ys async rst share: 100%
  • Yosys Instances: 4348
  • Synth warn: 4

Cells and area
  • Final core utilization: 46.1%
  • Area taken by flip-flops and latches: 25600 um^2
  • Share of cells above drive strength 1: 35.4%
  • Comb. cell area: around 24000 um^2
  • Layout area overhead: 14.5%
  • Filler cell count: 11500

GRT
  • Largest net degree at the start of global routing: about 110
  • Overall Global Routing Usage: 43.2%
  • GRT overflow: 0
  • Vias in the first global route: ~44000
  • First-pass GRT wire length: ~370000 um
  • Initial antenna violation count: 21

Detailed routing
  • Avg WL per Cell: 44.3 um
  • Detail Route Antenna Nets: 0
  • Drt drc: 0
  • Via count: 45700
  • Iter 0 DRT Violations: approximately 6700
  • Pre-antenna DRT Iters: 9
  • DRT Wirelength: 272000 um
  • Vias per inst: roughly 7.4

Job
  • Max_cap viols: 0
  • Count of tool warnings: 38

Worst hold path
  • HP Class: flop to flop
  • WHS Path Cells: 1

Status
  • Outcome: completed
[layer usage]
metal,track usage (%),vias up,wire (um)
met2,55.7,4455,106000
li1,-,16800,-
met5,5.55,-,1270
met1,53.3,22800,93200
met3,28.7,1554,48800
met4,25.4,57,23300
[power by group]
| part | total, mW | switching, mW | internal [mW] |
|---|---|---|---|
| clock | 3.84 | 1.61 | 2.24 |
| sequential | 5.12 | 0.748 | 4.37 |
| combinational | 1.52 | 0.727 | 0.793 |
| total | 10.5 | 3.08 | 7.40 |
[worst min-delay path by stage]
stage,end,start
after CTS,RF.R1.q[15],RF.R1.q[15]
after global routing,RF.R8.q[18],RF.R8.q[18]
final,RF.R9.q[29],RF.R9.q[29]
[stage by stage]
step                      std cells  total power, mW  setup WS [ns]  cell area [um^2]
after floorplan                4348             5.74           5.24             51300
after global placement         5919             6.58           2.57             54900
after detailed placement       5919             6.60           2.58             54900
after CTS                      6123             10.4           2.56             58700
after global routing           6124             10.8           2.42             58700
final                          6141             10.5           2.24             58800
[cells by family (layout without fill, tap and decap cells)]
group | Yosys count | in the layout | synth area share, %
AND/OR/NAND/NOR | 746 | 746 | 7.17
flip-flops | 1024 | 1024 | 49.9
AND-OR/OR-AND | 1078 | 1078 | 15.7
other | 0 | 18 | 0
multiplexers | 1073 | 1073 | 23.5
buffers and inverters | 427 | 540 | 3.66
[cells in the final DEF (no fill, tap or decap), drive strengths merged, types with 18 or more instances in the layout]
| cell | n |
|---|---|
| nor2 | 190 |
| nor3 | 53 |
| a222oi | 27 |
| nand3 | 57 |
| clkdlybuf4s50 | 105 |
| mux2 | 1052 |
| nand2 | 218 |
| clkinv | 20 |
| nor4 | 21 |
| a22o | 47 |
| buf | 227 |
| o21ai | 25 |
| clkbuf | 159 |
| a21oi | 83 |
| a22oi | 754 |
| a32oi | 23 |
| mux2i | 20 |
| dfrtp | 1024 |
| a221oi | 31 |
| diode | 18 |
| nand4 | 108 |
[Yosys cell counts, types with 8 or more instances]
cell type	count	share of area (%)
a22oi_1	754	11
nand2_1	217	1.6
o22a_1	8	0.14
buf_1	63	0.46
nor3_1	53	0.52
nand4_1	108	1.3
nor2_2	14	0.17
nor2_1	171	1.3
mux2i_1	20	0.39
and4_1	12	0.20
a221oi_1	31	0.53
mux2_2	1052	23
a22o_1	47	0.80
o21ai_0	25	0.24
nor4_1	21	0.26
a32oi_1	23	0.39
a222oi_1	27	0.53
nand3_1	56	0.55
buf_4	18	0.26
and3_1	9	0.11
nand2b_1	9	0.11
a21oi_1	83	0.81
a211oi_1	9	0.13
clkbuf_1	189	1.4
dfrtp_1	1024	50
a31oi_1	16	0.20
nor2b_1	17	0.21
buf_2	150	1.5
o32a_1	11	0.21
nor3b_1	8	0.12
[layout make-up]
type | count | area share (%)
sequential | 1024 | 43.6
multi-input combinational | 2897 | 41.5
timing repair buffer | 332 | 4.76
tap | 1662 | 3.54
inverter | 4 | 0.0256
clock buffer | 159 | 5.58
antenna | 18 | 0.0767
clock inverter | 45 | 0.901
[worst max-delay path, delay by kind of cell]
kind	cells	cell delay [ns]
AOI/OAI and AO/OA	2	0.63
and+or+nand+nor	4	1.78
buffers and inverters	4	2.08
Power and IR drop assume default switching activity.
