File: constraint.sdc
current_design ALU

set clk_period 16.4
set clk_io_pct 0.2

create_clock -name clk0 -period $clk_period

set non_clock_inputs [all_inputs -no_clocks]
set_input_delay [expr $clk_period * $clk_io_pct] -clock clk0 $non_clock_inputs
set_output_delay [expr $clk_period * $clk_io_pct] -clock clk0 [all_outputs]
File: config.mk
export PLATFORM = sky130hd
export DESIGN_NAME = ALU
export DESIGN_NICKNAME = ALU
export VERILOG_FILES = /design/flow/design.v
export SDC_FILE = /design/flow/constraint.sdc
export NUM_CORES = 4
export LEC_CHECK = 1
export CORE_UTILIZATION = 30
File: run.sh
#!/bin/bash
# OpenROAD 26Q1-2900-gdf79404cd8, Yosys 0.63+post, stock flow scripts
make -C /OpenROAD-flow-scripts/flow DESIGN_CONFIG=/design/flow/config.mk WORK_HOME=/design/flow/orfs finish
File: design.v
module ALU #(parameter WIDTH=32)
(		 
output reg 	[WIDTH -1: 0] 	y,
input		[WIDTH -1: 0]	a, b,
input		[2: 0]	select
);
always @ (*)
begin
y= 32'h00000000;
case (select)
3'b000:	y = a + b;
3'b001:	y = a - b;
3'b010:	y = a & b;
3'b011:  y = a | b;
3'b100:	y = a + (~b);
3'b101:	y= 32'h00000000;
3'b110:	y = a ^ b;
3'b111:	y = a & (~b);
default:		y = 32'h00000000;
endcase
end
endmodule
==> metrics.csv <==
metric,value,unit
vdd_drop_max,0.0000201,V
status,finished clean,
clockBufferCount,0,
dieHeight,119,um
port-buffer-count,99,
antenna_found_initial,0,
drv_cap,0,
num_rows,42,
fp_util,0.309,
overflow,0,
post_cts.repair.setup_buffers,0,
coreArea,13300,um2
wl,13.2,mm
fin_tns_setup,0,ns
syn_area,4130,um2
grt_usage,0.187,
dp_hpwl,10.7,mm
topCellsByArea,"ha_1 (20%), xnor2_1 (14%), o21ai_0 (7.2%)",
slew_headroom,0.426,
worstSetupPathType,in -> out,
drive_gt1_frac,0.0297,
crit_fanout,49,
place.gp.congestion,0.957,
fmax,86.6,MHz
start_kind,input port,
p_leak,2.21,nW
power,233,uW
final_cells,882,
die_w,119,um
wl_per_cell,14.9,um
use_met3,0.00489,
first_pass_iters,4,
grt_pass1_wl,21.6,mm
fin_crit,11.54,ns
n_antenna_cell,0,
tightest_slew,0.861,ns
common_cells,"inv_1 (68), ha_1 (67), xnor2_1 (65)",
synth_area_per_cell,6.55,um2
antenna_left,0,
dieArea,14200,um2
rsz0062_at_grt,no,
hold_viol_final,0,
yosysWarnings,1,
power.density,44.2,nW/um2
routed_via_density,5.31,
post-route-drc-count,0,
warnings,35,
busiest_layer,met2,
yosys.area.top_type_share,0.203,
cts_hold_buf,0,
synth.distinct_cells,51,
final-setup-viol-count,0,
cp.required,13.12,ns
critPathArrivalTime,8.26,ns
use_met2,0.301,
regArea,0,um2
met1_usage,0.291,
grt_pass1_vias,4315,
ys_cells,630,
drtIter0Drc,207,
min_path_type,in -> out,
grt_max_degree,50,
n_fill_cell,1399,
placed_cells,882,
cts_resized,0,
synth_chip_area,4130,um2
flop-count,0,
top_cell,inv_1,
io_pins,99,
postSynthCellCount,630,
synth.largest_area_cell,ha_1,
vias,4681,
ys_seq_share,0,
slew_viol_final,0,
synthToLayoutAreaGrowth,27.9,%
cp-end-kind,output port,
fin_crit_sh,0.704,
[cells by family (layout without fill, tap and decap cells)]
kind of cell,after synthesis,after routing,share of synthesized area
AND-OR/OR-AND,226,226,0.349
XOR/XNOR,77,77,0.163
adder cells (fa/ha/maj),68,68,0.208
buffers and inverters,100,176,0.0933
AND/OR/NAND/NOR,159,159,0.186
[layout make-up]
class                           count  area (um2)  area share
Multi-Input combinational cell    530        3750       0.710
Tap cell                          176         220      0.0417
Timing Repair Buffer              108        1060       0.200
Inverter                           68         255      0.0483
[final timing paths]
kind                  startpoint     to  cells after the start
worst max-delay path   select[2]  y[27]                     17
worst min-delay path        a[0]   y[0]                      4
[stage by stage]
stage	hold slack (ns)	cell area (um2)	utilization	setup slack (ns)
2_1_floorplan	6.66	4130	-	6.66
3_3_place_gp	7.60	5280	0.396	5.02
3_5_place_dp	7.58	5280	0.396	4.94
4_1_cts	7.59	5280	0.396	4.91
5_1_grt	7.64	5280	0.396	4.44
6_report	7.59	5280	0.396	4.86
[report_power, final]
| part | leakage, nW | internal, mW | switching [mW] |
|---|---|---|---|
| logic | 2.21 | 0.114 | 0.119 |
| clock network | 0 | 0 | 0 |
| registers | 0 | 0 | 0 |
[layout by cell type (no fill, tap or decap), drive strengths merged, types with 7 or more instances in the layout]
cell / synthesis / final
clkdlybuf4s50: 0 / 99
inv: 68 / 68
ha: 67 / 67
xnor2: 65 / 65
nand2: 64 / 64
o21ai: 61 / 61
a21oi: 55 / 55
nor2: 31 / 31
o211ai: 25 / 25
nand3: 19 / 19
a311oi: 18 / 18
a31oi: 13 / 13
o31ai: 13 / 13
a21o: 13 / 13
xor2: 12 / 12
nor3: 10 / 10
buf: 7 / 9
nand2b: 7 / 7
[metal layers]
metal,vias to the layer above,wire [um]
li1,2435,-
met1,2112,6790
met2,130,5760
met3,4,573
met4,0,39
met5,-,0
[critical path, stage by stage]
cell and delay (ns):
clkdlybuf4s50_1 0.45, buf_4 0.39, nand2_1 0.18, nand2b_1 0.54, nor2_1 0.21, o21ai_0 0.16, xnor2_1 0.11, ha_1 0.40
a21oi_1 0.17, or4_1 0.55, o211ai_1 0.13, a21oi_1 0.16, o21ai_0 0.41, a211o_1 0.28, a21oi_1 0.09, o211ai_1 0.23
clkdlybuf4s50_1 0.50
Power is estimated from default activity; no workload was simulated.
